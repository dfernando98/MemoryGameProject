--- ./config.mk ---
export PLATFORM = sky130hd
export DESIGN_NAME = Debounce_Filter
export DESIGN_NICKNAME = Debounce_Filter
export VERILOG_FILES = /design/flow/design.v
export SDC_FILE = /design/flow/constraint.sdc
export NUM_CORES = 4
export LEC_CHECK = 1
export CORE_AREA = 10 10 70 70
export DIE_AREA = 0 0 80 80
--- ./design.v ---
module Debounce_Filter #(
    parameter DEBOUNCE_LIMIT = 20
) (
    input i_Clk,
    input i_Bouncy,
    output o_Debounced
);
    reg [$clog2(DEBOUNCE_LIMIT)-1:0] r_Count = 0;
    reg r_State = 1'b0;
    always @(posedge i_Clk)
    begin
        if (i_Bouncy != r_State && r_Count < DEBOUNCE_LIMIT - 1)
        begin
            r_Count <= r_Count + 1;
        end
        else if (r_Count == DEBOUNCE_LIMIT - 1)
        begin
            r_State <= i_Bouncy;
            r_Count <= 0; 
        end
        else
        begin
            r_Count <= 0;
        end
    end
    assign o_Debounced = r_State;
endmodule
--- ./run.sh ---
#!/bin/bash
# OpenROAD 26Q1-2900-gdf79404cd8, Yosys 0.63+post, stock flow scripts
make -C /OpenROAD-flow-scripts/flow DESIGN_CONFIG=/design/flow/config.mk WORK_HOME=/design/flow/orfs finish
--- ./constraint.sdc ---
current_design Debounce_Filter

set clk_period 1.3
set clk_io_pct 0.2

create_clock -name clk0 -period $clk_period [get_ports {i_Clk}]

set non_clock_inputs [all_inputs -no_clocks]
set_input_delay [expr $clk_period * $clk_io_pct] -clock clk0 $non_clock_inputs
set_output_delay [expr $clk_period * $clk_io_pct] -clock clk0 [all_outputs]
==> results.txt <==
Results of the flow run.

The deepest level of the CTS H-tree stands at 1. The max-slew violation count stands at 0. The top cell type by area accounts for 40.4% of the synthesized area. Hold repair after CTS inserted 0 buffers. The cell sequence reported for the critical path is buf_4, xor2_1, o21ai_2, and4_1. Sorting the Yosys area breakdown by cell type puts at the top sky130_fd_sc_hd__dfxtp_1.

Counting distinct cell types in the post-synthesis netlist gives 11. The worst vdd rail ir drop stands at 0.208 mV. The post-detailed-route via-to-cell ratio stands at 2.38. In this run, placement finished with an instance count of 73. The smallest setup slack after layout stands at 0.0656 ns. The achievable frequency stands at 810 MHz.

The antenna diode count stands at 0. The switching share of total power stands at 22.0%. The site row count stands at 21.

The area of the synthesized netlist per yosys stat stands at 248 um2. CTS placed an instance of sky130_fd_sc_hd__clkbuf_4 at the clock tree root. Between the synthesized netlist and the finished layout, the area growth was recorded as 47.5%. Looking at the setup timing report, the critical path kind is flop to flop.

The sequential standard cell area stands at 130 um2. The finished layout holds 78 standard cells, fillers aside. The logic depth of the worst setup path including buffers stands at 4. The relative contribution of combinational cells to total power stands at 6.9%. The clock slew at the register clock pins of the worst setup and hold paths stands at 0.06 ns. The final setup skew stands at 0.0171 ns. The via count of the first global-routing pass stands at 185. The critical path endpoint has a required time of 1.27 ns.

STA lists the maximum fanout along the critical path as 2. Entering global routing, the biggest net connects 6 pins. The kind of cell with the highest combined delay along the critical path is flip-flops. The internal power consumption stands at 330 uW. The power density over the cells stands at 1160 mW/mm2. The share of flip-flops with an asynchronous set or reset stands at 0%.

The net switching power stands at 93.1 uW. The worst slew slack as a fraction of its limit stands at 86.1%. For the worst reg-to-reg path, the endpoint reported by OpenROAD is r_State. The total DRC errors in the routed layout stands at 0. Dividing the synthesized area by the synthesized cell count gives 10.3 um2.

The delay of the slowest cell on the worst path stands at 0.38 ns. The pin closest to its max-slew limit shows a slew of 0.207 ns. The later pin in the worst-skew pair is clocked with a latency of 0.25 ns. Warnings raised by the tools during the run amount to 25. Nets still carrying antenna violations after routing amount to 0.

The routability congestion estimate stands at 0.743. Clock tree synthesis inserted a total of 3 buffers. Per the log, the first TritonRoute iteration ended with a DRC count of 4. The count of instantiated cells in the yosys netlist stands at 24. STA classifies the critical path startpoint as a flop. The maximum root-to-sink buffer count stands at 2. For reference, the final report shows the hold violation count at 0. TritonCTS built the clock tree. The number of antenna violations at the first check in global routing was 0. The wire length per cell stands at 5.32 um. The timing report gives the worst reg2reg path a setup slack of 0.07 ns. The critical path's slowest stage uses the library cell sky130_fd_sc_hd__edfxtp_1. For this block, the via count after detailed routing is 186. The sequential power share stands at 48.9%. The die area stands at 0.00640 mm2. Setup repair after global routing left no endpoint under its margin. The worst setup timing slack at the placement stage stands at -0.157 ns.

STA classifies the critical path endpoint as a flop. The final report lists the setup-violating endpoint count as 0. Per the hold report, the tightest min-delay path originates at r_Count[0]. In the final layout, the multi-input gates occupy 110 um2. The number of warnings issued by yosys stands at 1. The buffer_ports step reported a buffer count of 2. The number of fillers in the final layout stands at 398. In the synthesized netlist, the cells that appear most often are sky130_fd_sc_hd__nor2_1, sky130_fd_sc_hd__dfxtp_1. By area the synthesized netlist is led by sky130_fd_sc_hd__dfxtp_1, sky130_fd_sc_hd__edfxtp_1, sky130_fd_sc_hd__nor2_1. Together, buffers and inverters on the worst path number 1.

The number of cells produced by synthesis stands at 24. The first global-routing pass estimated 738 um of wire. Per the final layout report, the fraction of cells sized above drive strength 1 comes to 21.9%. The mapped cell area stands at 248 um2. STA puts the critical path data arrival time at 1.21 ns. The overall routed net length stands at 415 um.

According to the floorplan report, the die height is 80 um. The flow ran to the end, and the final reports show no timing, DRC or antenna violations. The launch point of the critical path was reported as r_State. The share of the Yosys chip area taken by registers is 52.5%.

sky130_fd_sc_hd__nor2_1 is the most common cell in the netlist. The flip-flop and latch count after synthesis stands at 6. The most critical setup path has its endpoint at r_State. The clock network accounts for 44.3% of the total power.

The core region is 0.00342 mm2. The type recorded for the worst min-delay path is flop to flop. The worst reg2reg path depth stands at 4. Per the run summary, max-cap violations total 0.

In this run the static leakage power is 0.128 nW. The die is 80 um wide. Subtracting the final worst setup slack from the clock period gives 1.23 ns. Dividing the final minimum period by the clock period gives 95.0%. The number of top-level pins stands at 3. Summed over all nets, the half-perimeter wirelength after detailed placement is 304 um. The post-synth tally of flip-flops with integrated enable stands at 1. According to the CTS report, the clock sink count is 6.

In this run the critical register-to-register path is launched from r_State. The worst hold-check slack stands at 0.473 ns. The overall fraction of global-route tracks in use stands at 1.46%.

Once layout is complete, the utilization of the core stands at 10.7%. The iteration count recorded for the first detailed-route pass is 4. The synthesis report names the predominant flop master as sky130_fd_sc_hd__dfxtp_1. The overall overflow remaining after global route stands at 0.

The depth of the worst hold-timing path stands at 1. The starting utilization of the core area stands at 7.25%.
worst reg2reg max path, delay by kind of cell, from the launching register on:
kind | cells | cell delay, ns
AND-OR/OR-AND | 1 | 0.07
XOR/XNOR | 1 | 0.16
buffers and inverters | 1 | 0.15
flip-flops | 1 | 0.38
AND/OR/NAND/NOR | 1 | 0.21
power groups by stage:
stage                 logic [mW]  registers (mW)  clock network [mW]
final                     0.0291           0.206               0.187
after global routing      0.0331           0.208               0.215
after CTS                 0.0297           0.206               0.193
cells in the final DEF, fill, tap and decap left out:
cell type                         instances
sky130_fd_sc_hd__nor2_1                   6
sky130_fd_sc_hd__dfxtp_1                  5
sky130_fd_sc_hd__clkbuf_4                 3
sky130_fd_sc_hd__inv_1                    2
sky130_fd_sc_hd__xor2_1                   2
sky130_fd_sc_hd__nand3_1                  2
sky130_fd_sc_hd__xnor2_1                  2
sky130_fd_sc_hd__buf_4                    2
sky130_fd_sc_hd__a211oi_2                 1
sky130_fd_sc_hd__o21ai_2                  1
sky130_fd_sc_hd__and4_1                   1
sky130_fd_sc_hd__ha_1                     1
sky130_fd_sc_hd__clkbuf_1                 1
sky130_fd_sc_hd__clkdlybuf4s50_1          1
sky130_fd_sc_hd__dlygate4sd2_1            1
sky130_fd_sc_hd__edfxtp_1                 1
how the worst min path moves through the flow:
| stage | slack [ns] | end |
|---|---|---|
| CTS | 0.48 | r_Count[0] |
| global route | 0.51 | r_Count[0] |
| finish | 0.47 | r_Count[0] |
stage by stage:
stage | setup TNS [ns] | total power [mW] | instance area (um2)
6_report | 0 | 0.423 | 365
5_1_grt | 0 | 0.456 | 365
4_1_cts | 0 | 0.429 | 365
3_5_place_dp | -0.257 | 0.239 | 333
3_3_place_gp | -0.141 | 0.237 | 333
2_1_floorplan | 0 | 0.228 | 248
final cells by class:
type	count	share of cell area [%]
Sequential cell	6	35.6
Multi-Input combinational cell	16	30.1
Tap cell	46	15.8
Inverter	2	2.05
Timing Repair Buffer	4	9.25
Clock buffer	4	7.19
kinds of logic after synthesis:
group	share of synthesized area, %
AND/OR/NAND/NOR	16.7
flip-flops	52.5
AND-OR/OR-AND	8.59
XOR/XNOR	14.1
adder cells (fa/ha/maj)	5.05
buffers and inverters	3.03
metal layers:
layer	GRT usage (%)	up-vias	routed length, um
li1	-	95	-
met1	1.60	84	202
met2	1.93	7	158
met5	0	-	0
met4	0.176	0	0
met3	1.59	0	53
flip-flops by register name, indices dropped and copies added, names as in the netlist:
name / flops
r_Count: 5
r_State: 1
repair_timing:
| item | 4_1_cts | 5_1_grt |
|---|---|---|
| resized | 1 | 0 |
| endpoints found under the setup margin | 1 | 0 |
| buffers inserted | 1 | 0 |
No activity file was given, so power comes from the tool's default toggle rates.
