--- /design/flow/config.mk ---
export PLATFORM = sky130hd
export DESIGN_NAME = Binary_To_7Segment
export DESIGN_NICKNAME = Binary_To_7Segment
export VERILOG_FILES = /design/flow/design.v
export SDC_FILE = /design/flow/constraint.sdc
export NUM_CORES = 4
export LEC_CHECK = 1
export CORE_AREA = 10 10 70 70
export DIE_AREA = 0 0 80 80
--- /design/flow/constraint.sdc ---
current_design Binary_To_7Segment

set clk_period 1.5
set clk_io_pct 0.2

create_clock -name clk0 -period $clk_period [get_ports {i_Clk}]

set non_clock_inputs [all_inputs -no_clocks]
set_input_delay [expr $clk_period * $clk_io_pct] -clock clk0 $non_clock_inputs
set_output_delay [expr $clk_period * $clk_io_pct] -clock clk0 [all_outputs]
--- /design/flow/design.v ---
module Binary_To_7Segment (
    input       i_Clk,
    input [3:0] i_Binary_Num,
    output      o_Segment_A,
    output      o_Segment_B,
    output      o_Segment_C,
    output      o_Segment_D,
    output      o_Segment_E,
    output      o_Segment_F,
    output      o_Segment_G
);
    reg [6:0] r_Hex_Encoding;
    always @(posedge i_Clk)
        begin
            case (i_Binary_Num)
                4'b0000 : r_Hex_Encoding <= 7'b1111110;  
                4'b0001 : r_Hex_Encoding <= 7'b0110000;  
                4'b0010 : r_Hex_Encoding <= 7'b1101101;  
                4'b0011 : r_Hex_Encoding <= 7'b1111001;  
                4'b0100 : r_Hex_Encoding <= 7'b0110011;  
                4'b0101 : r_Hex_Encoding <= 7'b1011011;  
                4'b0110 : r_Hex_Encoding <= 7'b1011111;  
                4'b0111 : r_Hex_Encoding <= 7'b1110000;  
                4'b1000 : r_Hex_Encoding <= 7'b1111111;  
                4'b1001 : r_Hex_Encoding <= 7'b1111011;  
                4'b1010 : r_Hex_Encoding <= 7'b1110111;  
                4'b1011 : r_Hex_Encoding <= 7'b0011111;  
                4'b1100 : r_Hex_Encoding <= 7'b1001110;  
                4'b1101 : r_Hex_Encoding <= 7'b0111101;  
                4'b1110 : r_Hex_Encoding <= 7'b1000111;  
                default : r_Hex_Encoding <= 7'b0000000;  
            endcase
        end
    assign o_Segment_A = r_Hex_Encoding[6];
    assign o_Segment_B = r_Hex_Encoding[5];
    assign o_Segment_C = r_Hex_Encoding[4];
    assign o_Segment_D = r_Hex_Encoding[3];
    assign o_Segment_E = r_Hex_Encoding[2];
    assign o_Segment_F = r_Hex_Encoding[1];
    assign o_Segment_G = r_Hex_Encoding[0];
endmodule
--- /design/flow/run.sh ---
#!/bin/bash
# OpenROAD 26Q1-2900-gdf79404cd8, Yosys 0.63+post, stock flow scripts
make -C /OpenROAD-flow-scripts/flow DESIGN_CONFIG=/design/flow/config.mk WORK_HOME=/design/flow/orfs finish
==> load_flow_metrics.sql <==
-- flow metrics import
INSERT INTO impl_metrics (metric_group, metric, value, unit) VALUES
('pwr', 'ir_drop', '0.155', 'mV'),
('setup_path', 'path_class', 'reg -> out', ''),
('worst_hold_path', 'min_from', 'i_Binary_Num[1]', ''),
('floorplanning', 'io_pins', '12', ''),
('clock_tree', 'max-clock-path-buffers', '2', ''),
('pwr', 'static-leakage-power', '0.312', 'nW'),
('synth', 'synth_area', '408', 'sq um'),
('global_route', 'antenna_found_initial', '0', ''),
('cells_and_area', 'largest_register_ffs', '7', ''),
('flow_run', 'cap_violations', '0', ''),
('clock_tree', 'clock_tree.htree_level_count', '1', ''),
('route', 'detailroute.via_count', '363', ''),
('route', 'drt-total-wl', '928', 'um'),
('floorplanning', 'chipWidth', '80', 'um'),
('timing', 'timing.final.max_slew_violations', '0', ''),
('synth', 'synth-seq-area-share', '0.344', ''),
('place', 'dpl.hpwl', '771', 'um'),
('setup_path', 'cp_cell_sequence', 'clkdlybuf4s50_1', ''),
('clock_tree', 'cts_tree', 'yes', ''),
('floorplanning', 'dieArea', '6400', 'sq um'),
('place', 'globalplace.congestion', '0.749', ''),
('setup_path', 'critPathBufInv', '1', ''),
('route', 'wl_met2', '387', 'um'),
('floorplanning', 'die_height', '80', 'um'),
('clock_tree', 'total_cts_buffers', '3', ''),
('pwr', 'power', '495', 'uW'),
('place', 'portBuffers', '11', ''),
('flow_run', 'stage_log_warnings', '31', ''),
('cells_and_area', 'layout-drive-gt1-share', '0.242', ''),
('cells_and_area', 'postLayoutCoreUtil', '0.196', ''),
('cells_and_area', 'layout.cells.non_filler', '112', ''),
('route', 'via_count_normalized_by_instance_count', '3.24', ''),
('timing', 'number_of_failing_setup_endpoints_in_the_final_timing_report', '0', ''),
('setup_path', 'crit_path_max_incr_delay', '460', 'ps'),
('synth', 'syn_area_per_cell', '9.27', 'sq um'),
('setup_path', 'critical-path-slowest-cell', 'clkdlybuf4s50_1', ''),
('timing', 'maxClockFrequency', '764', 'MHz'),
('route', 'first_iteration_detailed_routing_drc_count', '34', ''),
('run_status', 'status', 'completed', ''),
('place', 'dp.cells', '108', ''),
('synth', 'post_synth_mux_area_share', '0.104', ''),
('synth', 'netlist-cell-type-count', '17', ''),
('setup_path', 'cp-startpoint', 'r_Hex_Encoding[3]', ''),
('timing', 'final_min_period_over_clock_period', '0.873', ''),
('synth', 'post_synth_fa_ha_maj_area_fraction', '0.215', ''),
('synth', 'yosys_register_bits', '7', ''),
('global_route', 'remaining_overflow_grt', '0', ''),
('worst_hold_path', 'timing.hold.worst.class', 'in -> reg', ''),
('synth', 'simple_logic_cell_fraction_of_the_synthesized_area', '0.0920', ''),
('cells_and_area', 'fillers', '376', ''),
('timing', 'worst_hold_slack', '487', 'ps'),
('global_route', 'grt_pass1_vias', '347', ''),
('clock_tree', 'postCtsHoldBufs', '0', ''),
('global_route', 'grt_pass1_wl', '1520', 'um'),
('floorplanning', 'floorplan_core_density', '0.119', ''),
('cells_and_area', 'biggestRegsByFlops', 'r_Hex_Encoding: 7 flops', ''),
('clock_tree', 'cts_root_buf', 'clkbuf_4', ''),
('cells_and_area', 'largest-register', 'r_Hex_Encoding', ''),
('setup_path', 'cp_data_required_time', '1200', 'ps'),
('setup_path', 'worstPathArrival', '1010', 'ps'),
('timing', 'layout_min_cycle_time', '1310', 'ps'),
('synth', 'xor_share', '0', ''),
('timing', 'tightest_slew', '243', 'ps'),
('route', 'ant_nets', '0', ''),
('synth', 'post_synth_main_logic_family', 'adder cells', ''),
('setup_path', 'start_kind', 'flop', ''),
('setup_path', 'worstSetupEndpointType', 'primary output', ''),
('route', 'highest-signal-layer', 'met4', ''),
('setup_path', 'path_delay_family', 'buffers and inverters', ''),
('pwr', 'power_per_standard_cell_area', '739', 'nW/um^2'),
('synth', 'count_of_synthesis_stage_warnings_from_yosys', '1', '');
==> what timing repair did <==
action                     in CTS  in global routing
buffers inserted                0                  0
resized                         1                  4
setup endpoints to repair       1                  3
==> cell usage in the layout (no fill, tap or decap), types with 2 or more instances in the layout <==
cell type / netlist / final
buf_4: 0 / 9
clkbuf_4: 0 / 3
clkdlybuf4s50_1: 0 / 9
dfxtp_1: 7 / 7
dlymetal6s2s_1: 0 / 2
ha_1: 7 / 6
inv_1: 7 / 5
inv_2: 0 / 2
mux2i_1: 2 / 2
nand2_1: 4 / 4
nor2_1: 3 / 3
o21ai_0: 3 / 3
o22ai_1: 2 / 2
==> routing by layer <==
metal  up-vias  global-route usage
met5         -                   0
met4         0             0.00704
met3         2              0.0114
met2        13              0.0417
met1       157              0.0364
li1        191                   -
==> through the flow <==
| stage | setup WS [ps] | area, sq um | TNS [ps] |
|---|---|---|---|
| final | 191 | 671 | 0 |
| after global routing | 138 | 671 | 0 |
| after CTS | 6.66 | 653 | 0 |
| after detailed placement | -266 | 627 | -865 |
| after global placement | -240 | 627 | -738 |
| after floorplan | 278 | 408 | 0 |
==> cells in the mapped netlist <==
cell type	n	area, sq um
a22oi_1	1	7.51
nand2_1	4	15.0
inv_1	7	26.3
a32oi_1	1	8.76
o21ai_0	3	15.0
nor3_1	1	5.00
a21oi_1	1	5.00
buf_6	1	11.3
ha_1	7	87.6
mux2i_1	2	20.0
nand2b_1	1	6.26
nor2_1	3	11.3
o22ai_1	2	12.5
o221ai_1	1	8.76
buf_2	1	5.00
mux4_2	1	22.5
dfxtp_1	7	140
==> final cells by class <==
type                            instances  area, sq um  share of cell area
Tap cell                               46         57.6              0.0858
Clock buffer                            4         26.3              0.0392
Sequential cell                         7          140               0.209
Inverter                                7         26.3              0.0392
Timing Repair Buffer                   20          183               0.272
Multi-Input combinational cell         28          238               0.354
==> logic make-up (layout without fill, tap and decap cells) <==
logic type,Yosys count,count (layout)
fa+ha+maj,7,7
flops,7,7
mux,3,3
compound gates,9,9
buf+inv,9,31
simple gates,9,9
==> power by group <==
| part | switching (mW) | internal (mW) |
|---|---|---|
| Combinational | 0.0477 | 0.0787 |
| Clock | 0.0591 | 0.101 |
| Sequential | 0.00388 | 0.205 |
| Total | 0.111 | 0.385 |
==> final timing paths <==
kind	end	slack, ps
worst max-delay path	o_Segment_D	190
worst min-delay path	r_Hex_Encoding[5]	490
Power and IR drop assume default switching activity.
