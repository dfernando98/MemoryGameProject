`./run.sh`:
```
#!/bin/bash
# OpenROAD 26Q1-2900-gdf79404cd8, Yosys 0.63+post, stock flow scripts
make -C /OpenROAD-flow-scripts/flow DESIGN_CONFIG=/design/flow/config.mk WORK_HOME=/design/flow/orfs finish
```
`./config.mk`:
```
export PLATFORM = sky130hd
export DESIGN_NAME = LFSR_22
export DESIGN_NICKNAME = LFSR_22
export VERILOG_FILES = /design/flow/design.v
export SDC_FILE = /design/flow/constraint.sdc
export NUM_CORES = 4
export LEC_CHECK = 1
export CORE_AREA = 10 10 70 70
export DIE_AREA = 0 0 80 80
```
`./design.v`:
```
module LFSR_22 (
    input         i_Clk,
    output [21:0] o_LFSR_Data,
    output        o_LFSR_Done);
reg [21:0] r_LFSR;
wire       w_XNOR;
always @(posedge i_Clk)
begin
    r_LFSR <= {r_LFSR[20:0], w_XNOR};
end
assign w_XNOR = r_LFSR[21] ^~ r_LFSR[20];
assign o_LFSR_Done = (r_LFSR == 22'd0);
assign o_LFSR_Data = r_LFSR;
endmodule
```
`./constraint.sdc`:
```
current_design LFSR_22

set clk_period 2.4
set clk_io_pct 0.2

create_clock -name clk0 -period $clk_period [get_ports {i_Clk}]

set non_clock_inputs [all_inputs -no_clocks]
set_input_delay [expr $clk_period * $clk_io_pct] -clock clk0 $non_clock_inputs
set_output_delay [expr $clk_period * $clk_io_pct] -clock clk0 [all_outputs]
```
==> results.txt <==
Summary of implementation figures.

Routing
The average vias per placed instance is 3.27. The DRC violation total left in the routed layout is recorded as 0. The final layout contains routed wiring with a total length of 1230 um. The first-iteration detailed-routing DRC count is 5.

Before antenna repair, the detailed router went through 2 iterations. After detailed routing, the average wire length per cell comes to 11.5 um. The detailed-route via count is 350. The detail route stage leaves a number of antenna-violating nets equal to 0.

The number of antenna cells inserted is 0.

Clock tree
The clock transition at the registers of the reported paths is 0.11 ns. TritonCTS built the clock tree. The level count of the clock H-tree is 1. The TritonCTS buffer count is 3. In this run the clock root is driven by a clkbuf_4. The buffer levels on the longest clock path is 2. The number of buffers inserted for hold repair after clock tree synthesis is 0.

The source-to-sink clock delay at the later pin of the worst-skew pair is 0.30 ns. CTS saw 22 sinks.

Die
The number of core rows is 21. The die area is 6400 um^2. The core region area is 3420 um^2. The die is 80 um tall. Once the floorplan was initialized, standard cells occupied 15.2% of the core. The die is 80 um wide.

The I/O pin total is 24.

Worst setup path
The worst register-to-register path ends at r_LFSR[0]. The startpoint of the worst-slack reg-to-reg timing path is r_LFSR[20]. The critical path start-end classification is reg -> out. The category of the worst setup path capture point is an output port.

In this run the worst path has a maximum fanout of 3. The startpoint kind of the worst setup timing path is a register. The worst-path cell with the longest stage delay is or4_1. The setup check on the worst reg-to-reg path leaves a slack of 1.60 ns. The arrival time reported for the critical path endpoint is 1.49 ns. The required arrival time at the worst endpoint is 1.92 ns. The critical path goes through or4_1 -> nor4_2 -> dlymetal6s2s_1. The peak per-stage delay on the critical path is 0.53 ns.

The number of cells on the worst reg-to-reg path is 3.

STA
The total setup violations reported at the end of the flow is 0. Setup repair after global routing left no endpoint under its margin. The worst pin sits at a relative slew slack of 85.2%. Dividing the final minimum period by the clock period gives 82.0%. The worst hold margin is 0.366 ns. Derived from the worst setup path, the maximum achievable clock frequency is 508 MHz. The total negative slack for setup checks is 0 ns. For reference, the final report shows the hold violation count at 0. The pin slew with the least headroom to its limit is 0.220 ns. For the finished layout, the period the worst path requires is 1.97 ns.

The maximum clock skew at final layout is 0.00146 ns. The number of pins exceeding their max-slew limit in the final report is 0.

Place
Detailed placement finished with a half-perimeter wire length of 974 um. The placer's final routability congestion estimate is 0.683. The post-place instance area is 807 um^2. The number of buffers added on ports is 23.

Global route
The total global-route track usage is 3.91%. The via count of the first global-routing pass came to 355. The initial antenna violation count was 0.

The global route total overflow is 0. The wire length of the first global-routing pass is 1850 um. Entering global routing, the biggest net connects 13 pins.

Synthesis
For reference, the top cells by area after synthesis are dfxtp_1 (85%), nor4_1 (3.6%), ha_1 (2.4%). The share of synthesized area in the top cell type comes to 84.8%. The warning count from the yosys run is 1. Sorting the Yosys area breakdown by cell type puts at the top dfxtp_1. Of the synthesized area, sequential elements account for 84.8%. Counting flops and latches in the post-synthesis netlist gives 22. The count of instantiated cells in the yosys netlist is 34. The yosys stat chip area is 519 um^2. The summed instance area of the synthesized netlist is 519 um^2. The number of standard cells after synthesis is 34. The number of unique standard cell types used by synthesis is 9. Each instance of the synthesized netlist takes up on average 15.3 um^2.

Worst hold path
The class of the tightest hold or removal check is reg -> reg. In this run the most critical hold path is launched from r_LFSR[19]. For hold timing, the worst endpoint is r_LFSR[20]. The worst hold path cell count is 0.

Power and ir drop
The worst-case IR drop observed on VDD is 538 uV. For this design the static power due to leakage is 0.327 nW. The flow reported a cell area power density of 648 nW/um^2.

Cells and area
The registers reported with the highest flop counts are r_LFSR (22). The register with the most flip-flops in the layout has 22 of them. Per the layout area report, the register area comes to 442 um^2. The area taken by multi-input combinational cells is reported as 80.1 um^2. The largest register by flop count is r_LFSR. In the final layout, the fill cell count is 360.

The share of layout cells above drive strength 1 is 13.1%. The post-route standard cell area excluding fillers is 860 um^2. For this run, the share of the core covered by cells in the final layout is 25.2%. The area added between synthesis and finish is 65.5%.

Status
The run finished with clean final reports.

Flow run
The tool flagged a number of max-cap violations equal to 0. The number of warnings reported in the stage logs is 25.
[placed cells by master (no fill, tap or decap), drive strengths merged]
cell type,n
nor4,4
nand4,1
inv,3
dlymetal6s2s,1
nand2b,1
dfxtp,22
ha,1
nor2,1
clkdlybuf4s50,22
or4,1
clkbuf,4
[cells in the mapped netlist]
library cell	count
ha_1	1
nand2b_1	1
nand4_1	1
inv_1	3
nor4_1	3
dfxtp_1	22
or4_1	1
nor4_2	1
nor2_1	1
[per-layer routing]
metal  vias up  GRT usage [%]  share of wire (%)
li1        168              -                  -
met1       159           4.86                 40
met2        23           4.65                 35
met3         0           4.32                 24
met4         0              0                  0
met5         -              0                  0
[worst max path at each step]
stage / cells after the start / endpoint / slack, ns / startpoint
CTS: 4 / o_LFSR_Done / 0.009 / r_LFSR[13]
global route: 3 / o_LFSR_Done / 0.32 / r_LFSR[14]
finish: 3 / o_LFSR_Done / 0.43 / r_LFSR[14]
[what timing repair did]
item / CTS / global route
endpoints found under the hold margin: 0 / 0
pin swaps: 1 / 2
gates resized: 1 / 3
setup endpoints to repair: 1 / 1
buffers inserted: 0 / 0
[per-stage QoR]
| step | total power [mW] | setup WS, ns | cells |
|---|---|---|---|
| finish | 0.557 | 0.433 | 107 |
| floorplan | 0.373 | 0.956 | 34 |
| detailed placement | 0.373 | 0.349 | 103 |
| CTS | 0.564 | 0.00945 | 107 |
| global placement | 0.373 | 0.352 | 103 |
| global route | 0.582 | 0.318 | 107 |
[report_power, final]
part	total [mW]	internal (mW)	switching, mW
clock network	0.192	0.0925	0.0994
logic	0.000000128	0	0
registers	0.365	0.365	0
[cells by family after synthesis]
group	share of synthesized area, %
and+or+nand+nor	10.6
buffers and inverters	2.17
DFF	84.8
adders and majority gates	2.41
[critical path, delay by kind of cell (launching register included)]
kind	cells	cell delay [ns]
simple gates	2	0.73
flops	1	0.34
buf+inv	1	0.12
[layout make-up]
cell class / count / area share [%]
timing repair buffer: 23 / 27.1
multi-input combinational: 9 / 9.32
sequential: 22 / 51.4
tap: 46 / 6.70
inverter: 3 / 1.31
clock buffer: 4 / 4.22
Power figures rest on the tool's default switching activity, not on a simulated workload.
